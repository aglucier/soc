===== design/flow/run.sh =====
#!/bin/bash
# OpenROAD 26Q1-2900-gdf79404cd8, Yosys 0.63+post, stock flow scripts
make -C /OpenROAD-flow-scripts/flow DESIGN_CONFIG=/design/flow/config.mk WORK_HOME=/design/flow/orfs finish

===== design/flow/config.mk =====
export PLATFORM = sky130hd
export DESIGN_NAME = id_reg
export DESIGN_NICKNAME = id_reg
export VERILOG_FILES = /design/flow/design.v
export SDC_FILE = /design/flow/constraint.sdc
export NUM_CORES = 4
export LEC_CHECK = 1
export CORE_UTILIZATION = 40

===== design/flow/constraint.sdc =====
current_design id_reg

set clk_period 1.1
set clk_io_pct 0.2

create_clock -name clk0 -period $clk_period [get_ports {cpu_clk}]

set non_clock_inputs [all_inputs -no_clocks]
set_input_delay [expr $clk_period * $clk_io_pct] -clock clk0 $non_clock_inputs
set_output_delay [expr $clk_period * $clk_io_pct] -clock clk0 [all_outputs]

===== design/flow/design.v =====
module id_reg(
  input        cpu_clk,
  input        cpu_rstn,
  input [3:0]  alu_op,
  input [31:0] alu_in_0,
  input [31:0] alu_in_1,
  input        br_flag,
  input [1:0]  mem_op,
  input [31:0] mem_wdata,
  input [1:0]  ctrl_op,
  input [4:0]  dst_addr,
  input        gpr_wen,
  input [2:0]  exp_code,
  input        stall,
  input        flush,
  input [29:0] if_pc,
  input        if_en,
  output logic [29:0] id_pc,
  output logic        id_en,
  output logic [3:0]  id_alu_op,
  output logic [31:0] id_alu_in_0,
  output logic [31:0] id_alu_in_1,
  output logic        id_br_flag,
  output logic [1:0]  id_mem_op,
  output logic [31:0] id_mem_wdata,
  output logic [1:0]  id_ctrl_op,
  output logic [4:0]  id_dst_addr,
  output logic        id_gpr_wen,
  output logic [2:0]  id_exp_code,
);
  localparam ALU_OP_NOP     = 'h0;
  localparam MEM_OP_NOP     = 'h0;
  localparam CTRL_OP_NOP    = 'h0;
  localparam ISA_EXP_NO_EXP = 'h0;
  localparam ENABLEN        = 'h0;
  localparam DISENABLEN     = 'h1;
  always_ff @(posedge cpu_clk or negedge cpu_rstn) begin
    if(!cpu_rstn) begin
      id_pc        <= #1 'h0;
      id_en        <= #1 'h0;
      id_alu_op    <= #1 ALU_OP_NOP;
      id_alu_in_0  <= #1 'h0;
      id_alu_in_1  <= #1 'h0;
      id_br_flag   <= #1 'h0;
      id_mem_op    <= #1 MEM_OP_NOP;
      id_mem_wdata <= #1 'h0;
      id_ctrl_op   <= #1 CTRL_OP_NOP;
      id_dst_addr  <= #1 'h0;
      id_gpr_wen   <= #1 DISENABLEN;
      id_exp_code  <= #1 ISA_EXP_NO_EXP;
    end else if(stall) begin
      if(flush=='h1) begin
        id_pc        <= #1 'h0;
        id_en        <= #1 'h0;
        id_alu_op    <= #1 ALU_OP_NOP;
        id_alu_in_0  <= #1 'h0;
        id_alu_in_1  <= #1 'h0;
        id_br_flag   <= #1 'h0;
        id_mem_op    <= #1 MEM_OP_NOP;
        id_mem_wdata <= #1 'h0;
        id_ctrl_op   <= #1 CTRL_OP_NOP;
        id_dst_addr  <= #1 'h0;
        id_gpr_wen   <= #1 DISENABLEN;
        id_exp_code  <= #1 ISA_EXP_NO_EXP;
      end else begin
        id_pc        <= #1 if_pc;
        id_en        <= #1 if_en;
        id_alu_op    <= #1 alu_op;
        id_alu_in_0  <= #1 alu_in_0;
        id_alu_in_1  <= #1 alu_in_1;
        id_br_flag   <= #1 br_flag;
        id_mem_op    <= #1 mem_op;
        id_mem_wdata <= #1 mem_wdata;
        id_ctrl_op   <= #1 ctrl_op;
        id_dst_addr  <= #1 dst_addr;
        id_gpr_wen   <= #1 gpr_wen;
        id_exp_code  <= #1 exp_code;
      end
    end
  end 
endmodule

==> results.py <==
# Physical implementation metrics
metrics = {
    "synthesis": {
        "synthCells": 627,
        "synth_cell_types": 12,
        "yosysChipArea_sq_mm": 0.00636,
        "ys_cells": 627,
        "syn_area_per_cell_sq_um": 10.1,
        "syn_area_sq_mm": 0.00636,
        "ys_seq_share_pct": 57.0,
        "ys_warn_count": 1,
        "ys.flops": 145,
    },
    "die": {
        "dieHeight_um": 128,
        "num_io_pins": 294,
        "initial_utilization_pct": 41.4,
        "num_rows": 45,
        "chipArea_sq_mm": 0.0164,
        "core_area_sq_mm": 0.0154,
        "die_w_um": 128,
    },
    "worst_hold_path": {
        "whs_path_depth": 2,
        "worstHoldStart": "stall",
        "hold_path_class": "in -> reg",
        "worstHoldEndpoint": "id_alu_in_0[13]",
    },
    "timing": {
        "max_freq_ghz": 0.806,
        "slew_viol_final": 0,
        "hold_viol": 0,
        "maxSlewHeadroom_pct": 83.2,
        "setup_tns_ps": -2470,
        "holdWs_ps": 152,
        "finalWorstSetupSlack_ps": -140,
        "fin_skew_ps": 0,
        "min_period_over_period_pct": 113,
        "period_needed_ps": 1240,
        "setup_viol": 144,
        "worst_pin_slew_ps": 252,
        "rsz0062_at_grt": "yes",
    },
    "finish": {
        "layout-drive-gt1-share_pct": 26.3,
        "fillers": 1204,
        "combGateArea_sq_mm": 0.00182,
        "lay_top_count": "buf_2",
        "layout_top_cells": "146 x buf_2, 145 x clkdlybuf4s50_1, 144 x inv_1, 144 x nand3b_1, 144 x dfrtp_1",
        "areaGrowthSynthToFinish_pct": 54.0,
        "seqCellArea_sq_mm": 0.00363,
    },
    "worst_setup_path": {
        "crit_arrival_ps": 1020,
        "critPathRequiredTime_ps": 880,
        "cp_slowest_cell": "dfstp_2",
        "r2r_setup_slack_ps": 260,
        "end_kind": "output port",
        "slowest_delay_ps": 530,
        "regToRegEndpoint": "id_alu_in_1[28]",
        "r2r_start": "id_alu_in_1[28]",
        "critPathLaunchType": "flip-flop",
        "critPathKind": "reg -> out",
        "path_delay_family": "flip-flops",
        "ff2ff_path_depth": 4,
        "crit_chain": "buf_2",
        "critical_path_peak_fanout": 2,
        "crit_buf_inv": 1,
    },
    "detailed_routing": {
        "drt_iter0_drc": 272,
        "drt_wl_total_um": 17700,
        "drc": 0,
        "ant_nets": 0,
        "drtPass1Iterations": 6,
        "vias": 5471,
        "via_per_inst": 4.58,
        "wl_per_cell_um": 14.8,
    },
    "outcome": {
        "outcome": "finished, violations left",
        "violations": "setup timing",
    },
    "power_and_ir_drop": {
        "power.density_mw_per_mm2": 1410,
        "leakage_nw": 4.73,
        "ir_drop_mv": 1.16,
    },
    "grt": {
        "overflow": 0,
        "grt_pass1_vias": 5304,
        "antenna_found_initial": 1,
        "grt_util_all_layers_pct": 22.6,
        "grt_first_pass_wirelength_um": 27800,
        "grt_max_degree": 68,
    },
    "flow_run": {
        "openroad.warnings": 28,
        "drv_cap": 0,
    },
    "placed_design": {
        "dp.final_hpwl_um": 12200,
        "gp_congestion": 0.822,
        "port_buffers": 293,
    },
    "clocking": {
        "cts_buffers": 17,
        "clkSinkCount": 145,
        "cts-htree-levels": 4,
        "insertion_delay_ps": 400,
        "path_clk_slew_ps": 60,
        "cts_root_buf": "clkbuf_16",
        "cts_tree": "built",
        "clockBufferDepth": 2,
    },
}
-- Yosys cell counts --
| library cell | n | area share, % |
|---|---|---|
| dfrtp_1 | 144 | 57 |
| clkbuf_1 | 10 | 0.59 |
| buf_4 | 1 | 0.12 |
| inv_1 | 144 | 8.5 |
| buf_2 | 12 | 0.94 |
| o21ai_1 | 58 | 4.6 |
| nand3b_1 | 144 | 17 |
| o21ai_0 | 86 | 6.8 |
| nor2_1 | 2 | 0.12 |
| a21oi_2 | 1 | 0.14 |
| dfstp_2 | 1 | 0.41 |
| buf_6 | 24 | 4.2 |
-- cell families after synthesis --
group           count (synthesis)  share of synthesized area [%]
compound gates                145                           11.5
simple gates                  146                           17.1
buf+inv                       191                           14.4
flops                         145                           57.0
-- how the worst max path moves through the flow --
stage              start          to  slack [ps]  depth (start not counted)
global route  id_gpr_wen  id_gpr_wen        -180                          1
CTS           id_gpr_wen  id_gpr_wen        -170                          1
finish        id_gpr_wen  id_gpr_wen        -140                          1
-- layer usage --
| layer | up-vias | track usage (%) | part of all wire [%] |
|---|---|---|---|
| met1 | 2601 | 31.6 | 42 |
| met3 | 26 | 6.63 | 6.7 |
| met4 | 0 | 4.98 | 2.5 |
| li1 | 2693 | - | - |
| met5 | - | 0 | 0 |
| met2 | 151 | 36.1 | 49 |
-- cell type report --
class | count | share of cell area [%]
diodes | 1 | 0.0255
clock buffers | 22 | 5.04
clock inverters | 10 | 1.09
inverters | 144 | 5.52
multi-input cells | 291 | 18.6
flip-flops and latches | 145 | 37.0
well taps | 211 | 2.69
repair buffers | 371 | 30.0
-- stage by stage --
step	instances	power (W)	area (sq um)	worst slack (ps)	utilization, %
floorplan	627	0.00664	6360	230	-
global placement	1100	0.00828	9440	-90.2	61.4
detailed placement	1100	0.00832	9440	-97.0	61.4
CTS	1162	0.0138	9560	-166	62.2
global route	1195	0.0145	9800	-181	63.7
finish	1195	0.0138	9800	-140	63.7
-- flip-flops by register name, indices dropped and copies added (netlist names), 2 cells and up --
signal	cells
id_alu_in_0	32
id_alu_in_1	32
id_mem_wdata	32
id_pc	30
id_dst_addr	5
id_alu_op	4
id_exp_code	3
id_ctrl_op	2
id_mem_op	2
-- power by group --
group	leakage [nW]	total (W)	internal [W]	switching, W
logic	2.55	0.00210	0.00130	0.000798
clock network	0.301	0.00577	0.00362	0.00215
registers	1.88	0.00596	0.00576	0.000198
total	4.73	0.0138	0.0107	0.00314
-- repair_timing --
action	CTS	global route
gates resized	463	0
hold buffers	2	0
setup endpoints to repair	145	145
endpoints found under the hold margin	128	0
setup buffers	28	32
Power figures rest on the tool's default switching activity, not on a simulated workload.
