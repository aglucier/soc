[/design/flow/constraint.sdc]
current_design bus_master_mux

set clk_period 8.0
set clk_io_pct 0.2

create_clock -name clk0 -period $clk_period

set non_clock_inputs [all_inputs -no_clocks]
set_input_delay [expr $clk_period * $clk_io_pct] -clock clk0 $non_clock_inputs
set_output_delay [expr $clk_period * $clk_io_pct] -clock clk0 [all_outputs]
[/design/flow/run.sh]
#!/bin/bash
# OpenROAD 26Q1-2900-gdf79404cd8, Yosys 0.63+post, stock flow scripts
make -C /OpenROAD-flow-scripts/flow DESIGN_CONFIG=/design/flow/config.mk WORK_HOME=/design/flow/orfs finish
[/design/flow/config.mk]
export PLATFORM = sky130hd
export DESIGN_NAME = bus_master_mux
export DESIGN_NICKNAME = bus_master_mux
export VERILOG_FILES = /design/flow/design.v
export SDC_FILE = /design/flow/constraint.sdc
export NUM_CORES = 4
export LEC_CHECK = 1
export CORE_AREA = 10 10 135 135
export DIE_AREA = 0 0 145 145
[/design/flow/design.v]
module bus_master_mux(
  input  [29:0] m0_addr,
  input         m0_asn,
  input         m0_rw,
  input  [31:0] m0_wdata,
  input         m0_grntn,
  input  [29:0] m1_addr,
  input         m1_asn,
  input         m1_rw,
  input  [31:0] m1_wdata,
  input         m1_grntn,
  input  [29:0] m2_addr,
  input         m2_asn,
  input         m2_rw,
  input  [31:0] m2_wdata,
  input         m2_grntn,
  input  [29:0] m3_addr,
  input         m3_asn,
  input         m3_rw,
  input  [31:0] m3_wdata,
  input         m3_grntn,
  output [29:0] s_addr,
  output        s_asn,
  output        s_rw,
  output [31:0] s_wdata,
);
  localparam ENABLE  = 'b0;
  localparam DISABLE = 'b1;
  localparam READ    = 'b1;
  always_comb begin
    if(m0_grntn==ENABLE) begin
      s_addr  = m0_addr;
      s_asn   = m0_asn;
      s_rw    = m0_rw;
      s_wdata = m0_wdata;
    end else if(m1_grntn==ENABLE) begin
      s_addr  = m1_addr;
      s_asn   = m1_asn;
      s_rw    = m1_rw;
      s_wdata = m1_wdata;
    end else if(m2_grntn==ENABLE) begin
      s_addr  = m2_addr;
      s_asn   = m2_asn;
      s_rw    = m2_rw;
      s_wdata = m2_wdata;
    end else if(m3_grntn==ENABLE) begin
      s_addr  = m3_addr;
      s_asn   = m3_asn;
      s_rw    = m3_rw;
      s_wdata = m3_wdata;
    end else begin
      s_addr  = 'h0;
      s_asn   = DISABLE;
      s_rw    = READ;
      s_wdata = 'h0;
    end
  end
endmodule
==> metrics.yaml <==
setup_tns_ns: 0
logic_area_sq_mm: 0.00163
power.density_mw_per_mm2: 54.5
holdCritStartpoint: "m1_wdata[30]"
diodes: 0
via_per_inst: 4.41
ant_nets: 0
outcome: "completed"
grt_pass1_vias: 3598
drive_gt1_share_pct: 13.5
crit_path_max_incr_delay_ns: 0.60
tightest_slew_ns: 0.781
cts_resized: 0
critPathKind: "in2out"
drtPass1Iterations: 5
antenna_found_initial: 0
adder_share_pct: 0
total_leakage_power_nw: 1.83
fp-row-count: 45
switching_share_pct: 31.3
period_used_pct: 72.7
totalWireLength_mm: 14.4
max-vdd-ir-drop_mv: 0.0441
ys_sh_xor_pct: 0
die_area_sq_mm: 0.0210
hold_end: "s_wdata[30]"
crit_path_top_delay_cell: "clkinv_2"
track_usage_pct: 12.8
p_switching_uw: 88.8
initCoreUtil_pct: 13.0
synth_area_per_cell_sq_um: 8.44
relSlewSlack_pct: 47.9
postCtsSetupBuffers: 0
seq_area_frac_synth_pct: 0
coreArea_sq_mm: 0.0153
yosys_warnings: 21
worstSetupStartpointType: "input pin"
period_minus_slack_ns: 5.82
synthMuxAreaShare_pct: 0
grt_max_degree: 69
routedWlPerCell_um: 19.3
syn-instance-count: 235
seq_cell_count: 0
power.clock.fraction_pct: 0
n_clock_buffer: 0
cap_violations: 0
finalInstanceArea_sq_mm: 0.00520
grt_pass1_wl_mm: 22.1
syn_area_sq_mm: 0.00198
grt_util_met1_pct: 15.5
cts_hold_buf: 0
met2_usage_pct: 23.0
die_h_um: 145
cp.required_ns: 6.40
critical-path-top-cell-by-count: "clkdlybuf4s50_1"
p_int_uw: 195
yosysChipArea_sq_mm: 0.00198
drt_iter0_markers: 118
cp-end-kind: "output port"
hold_viol: 0
cp.arrival_ns: 4.22
use_met3_pct: 3.72
report.final.slew_viol_count: 0
max_clock_freq_ghz: 0.172
seqPwrFrac_pct: 0
yosysUniqueCellTypes: 22
gp_congestion: 0.883
topCombFamilyByArea: "AND-OR/OR-AND gates"
crit_chain: "clkdlybuf4s50_1, clkinv_2, buf_4, a221oi_2, nor2_1, clkdlybuf4s50_1"
io_buffer_count: 324
syn2layout_area_growth_pct: 162
yosys_cells: 235
worstHoldPathType: "in2out"
post-dp-hpwl_mm: 11.9
final.fill_count: 1517
setup_viol: 0
path_max_fanout: 34
log.warning_count: 32
rsz0062_at_grt: "no"
placed_area_sq_mm: 0.00520
dieWidth_um: 145
simple_gate_share_pct: 14.2
overflow: 0
hold_depth: 4
flop_area_sq_um: 0
drt_drc_violations_left: 0
dr_total_vias: 3280
ys_sh_aoi_pct: 67.8
power_frac_comb_pct: 100.0
grt-busiest-layer: "met2"
pin_count: 324
## logic make-up (layout without fill, tap and decap cells)
| kind of cell | Yosys count | count (layout) |
|---|---|---|
| buffers and inverters | 38 | 335 |
| AND/OR/NAND/NOR | 68 | 68 |
| AND-OR/OR-AND | 129 | 129 |
## power by group through the flow
stage / Clock, mW / Combinational [mW] / Sequential, mW
final: 0 / 0.283 / 0
after CTS: 0 / 0.287 / 0
after global routing: 0 / 0.306 / 0
## worst max path at each step
| stage | endpoint | cells past startpoint | startpoint | slack, ns |
|---|---|---|---|---|
| 4_1_cts | s_wdata[31] | 6 | m2_grntn | 2.15 |
| 5_1_grt | s_addr[7] | 7 | m0_grntn | 2.02 |
| 6_report | s_wdata[31] | 6 | m2_grntn | 2.18 |
## critical path, delay by kind of cell
family / cells / cell delay, ns
buf+inv: 4 / 2.15
compound gates: 1 / 0.33
simple gates: 1 / 0.08
## cell usage in the layout, fill, tap and decap left out
master,n
clkdlybuf4s50_1,323
o22ai_1,61
buf_4,6
a211oi_1,1
and2_1,1
buf_2,1
nor2b_4,1
nand2_4,1
a221oi_2,60
inv_1,4
a21oi_1,2
nor2_1,62
a221oi_1,1
clkinv_2,1
nand3b_1,1
nand2b_2,1
or2b_2,1
o221ai_1,4
## area by class of cell
cell class	instances	area share, %
well taps	211	5.08
multi-input cells	197	31.4
repair buffers	330	63.1
inverters	5	0.385
## per-layer routing
metal | wire [um] | share of wire, % | vias up
li1 | - | - | 1591
met1 | 5860 | 41 | 1504
met2 | 7290 | 51 | 181
met3 | 1140 | 8.0 | 4
met4 | 57 | 0.40 | 0
met5 | 0 | 0 | -
## per-stage QoR
step	setup WS [ns]	hold slack, ns	instances	utilization, %	total power [mW]
after floorplan	4.17	3.28	235	-	0.0823
after global placement	2.22	4.16	743	34.1	0.285
after detailed placement	2.16	4.15	743	34.1	0.286
after CTS	2.15	4.16	743	34.1	0.287
after global routing	2.02	4.19	743	34.1	0.306
final	2.18	4.15	743	34.1	0.283
## cell usage after synthesis
master     n  area share, %
nor2_1    62             12
o221ai_1   4            1.8
inv_2      1           0.19
and2_1     1           0.32
o22ai_1   61             19
a211oi_1   1           0.38
buf_4      3            1.1
nand2b_1   1           0.32
a221oi_2  60             45
nand3b_1   1           0.38
clkbuf_8   2            1.4
clkbuf_4   3            1.1
buf_6      6            3.4
nand2_2    1           0.32
clkbuf_1   1           0.19
or2b_2     1           0.44
a21oi_1    2           0.50
a221oi_1   1           0.44
inv_1      4           0.76
buf_2     11            2.8
buf_12     7            7.1
nor2b_4    1           0.69
Power and IR drop assume default switching activity.
