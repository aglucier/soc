--- design/flow/run.sh ---
#!/bin/bash
# OpenROAD 26Q1-2900-gdf79404cd8, Yosys 0.63+post, stock flow scripts
make -C /OpenROAD-flow-scripts/flow DESIGN_CONFIG=/design/flow/config.mk WORK_HOME=/design/flow/orfs finish
--- design/flow/config.mk ---
export PLATFORM = sky130hd
export DESIGN_NAME = bus_slave_mux
export DESIGN_NICKNAME = bus_slave_mux
export VERILOG_FILES = /design/flow/design.v
export SDC_FILE = /design/flow/constraint.sdc
export NUM_CORES = 4
export LEC_CHECK = 1
export CORE_AREA = 10 10 125 125
export DIE_AREA = 0 0 135 135
--- design/flow/constraint.sdc ---
current_design bus_slave_mux

set clk_period 3.3
set clk_io_pct 0.2

create_clock -name clk0 -period $clk_period

set non_clock_inputs [all_inputs -no_clocks]
set_input_delay [expr $clk_period * $clk_io_pct] -clock clk0 $non_clock_inputs
set_output_delay [expr $clk_period * $clk_io_pct] -clock clk0 [all_outputs]
--- design/flow/design.v ---
module bus_slave_mux(
  input        s0_csn,
  input [31:0] s0_rdata,
  input        s0_rdyn,
  input        s1_csn,
  input [31:0] s1_rdata,
  input        s1_rdyn,
  input        s2_csn,
  input [31:0] s2_rdata,
  input        s2_rdyn,
  input        s3_csn,
  input [31:0] s3_rdata,
  input        s3_rdyn,
  input        s4_csn,
  input [31:0] s4_rdata,
  input        s4_rdyn,
  input        s5_csn,
  input [31:0] s5_rdata,
  input        s5_rdyn,
  input        s6_csn,
  input [31:0] s6_rdata,
  input        s6_rdyn,
  input        s7_csn,
  input [31:0] s7_rdata,
  input        s7_rdyn,
  output logic [31:0] m_rdata,
  output logic        m_rdyn
);
  localparam ENABLE      = 'b0;
  localparam RDY_DISABLE = 'b1;
  always_comb begin
    if(s0_csn==ENABLE) begin
      m_rdyn  = s0_rdyn;
      m_rdata = s0_rdata;
    end else if(s1_csn==ENABLE) begin
      m_rdyn  = s1_rdyn;
      m_rdata = s1_rdata;
    end else if(s2_csn==ENABLE) begin
      m_rdyn  = s2_rdyn;
      m_rdata = s2_rdata;
    end else if(s3_csn==ENABLE) begin
      m_rdyn  = s3_rdyn;
      m_rdata = s3_rdata;
    end else if(s4_csn==ENABLE) begin
      m_rdyn  = s4_rdyn;
      m_rdata = s4_rdata;
    end else if(s5_csn==ENABLE) begin
      m_rdyn  = s5_rdyn;
      m_rdata = s5_rdata;
    end else if(s6_csn==ENABLE) begin
      m_rdyn  = s6_rdyn;
      m_rdata = s6_rdata;
    end else if(s7_csn==ENABLE) begin
      m_rdyn  = s7_rdyn;
      m_rdata = s7_rdata;
    end else begin
      m_rdyn  = RDY_DISABLE;
      m_rdata = 'h0;
    end
  end
endmodule
==> CHANGELOG.md <==
### Physical design

- Logic family by area: AND-OR/OR-AND gates
- Fin. Hold Viols: 0
- FILL cells: 1282
- Gr ovfl total: 0
- # IOs: 305
- Yosys cell types: 29
- Tool Warnings: 32
- DR WL/cell: 22.5 um
- P_leak: 1.94 nW
- P_sw: 0.243 mW
- Layout cell share with drive strength beyond 1: 6.50%
- Slowest cell delay on critical path: 500 ps
- Worst Hold Path Cells: 5
- Worst Path Required: 2640 ps
- Most frequent logic cell in the layout: clkdlybuf4s50_1
- Worst Setup Start Kind: input port
- Core area: 12800 um^2
- HPWL Detailed: 14.8 mm
- Slowest-stage cell, CP: clkdlybuf4s50_1
- Crit path kind: in -> out
- Switch share: 33.4%
- Die span in x: 135 um
- Period utilization: 95.7%
- Vias in the first global route: 4383
- Cts-stage hold buffer count: 0
- # Max-Cap Violations: 0
- Drt drc: 0
- Yosys Warn Count: 1
- Overall power: 0.725 mW
- Pins over their slew limit: 0
- Clock power frac: 0%
- Sequential share of power: 0%
- Wire length of the first global-routing pass: 26.6 mm
- Clock buffer cells: 0
- Number of DRC markers in iteration 0: 204
- Synth area leader: o22ai_1
- Top area contributor share: 17.4%
- Setup TNS: 0 ps
- Worst-margin pin slew: 374 ps
- Cells after DPL: 816
- Final setup fails: 0
- CP cell instances: dlygate4sd2_1 > nor2b_4 > bufbuf_16 > a221oi_1 > or3_1 > a31oi_1 > clkdlybuf4s50_1
- Initial antenna violation count: 0
- Simple Share, Synth: 37.2%
- Cell area leaders: o22ai_1 17%, nand3b_1 10%, a221oi_1 10%
- Cell area after synthesis: 2310 um^2
- Adder Share, Synth: 0%
- Final instance area: 5620 um^2
- P per Cell Area: 129 nW/um^2
- GRT Resource Usage Total: 18.7%
- Fmax: 0.317 GHz
- Worst hold slack: 2060 ps
- Worst VDD drop: 0.0594 mV
- Yosys chip area: 2310 um^2
- Min-delay src: s3_csn
- Height of the die: 135 um
- Avg Inst Size Synth: 6.41 um^2
- HP Class: in -> out
- Yosys xor share: 0%
- WHS Endpoint: m_rdata[30]
- Fp util: 18.1%
- Status: complete, no violations
- Mux area share: 0%
- Area Overhead vs Synth: 143%
- Antenna Nets Post-Route: 0
- Post-Synthesis Cells: 360
- DP Area: 5550 um^2
- # Cells Yosys: 360
- FF/Latch Area: 0 um^2
- Compound Share, Synth: 48.3%
- DRT Wirelength: 18.4 mm
- Maximum fanout along the worst path: 8
- Int Power: 0.482 mW
- Post-synth seq share: 0%
- Final GP Congestion: 0.949
- Rel. slew slack: 75.0%
- Registers: 0
- Critical Path End Type: primary output
- Gate power share: 100.0%
- Most frequent cells in the layout: 298 x clkdlybuf4s50_1, 64 x o22ai_1, 36 x o21ai_0
- Vias: 4155
- Layout Cells excl Fill: 818
- RSZ-0062 raised after global routing: no
- CP arrival: 2500 ps
- ANT cells: 0
- First-pass DRT Iterations: 4
- Family with the most delay on the worst path: buffers and inverters
- # rows: 41
- Tmin final: 3160 ps
- Die area: 18200 um^2
- I/O Buffers: 305
- WP buf/inv: 3
- Largest net degree at the start of global routing: 43
- Via density: 5.08
## power groups by stage
stage / sequential, mW / clock, mW / combinational (mW)
4_1_cts: 0 / 0 / 0.730
5_1_grt: 0 / 0 / 0.782
6_report: 0 / 0 / 0.725
## cells in the mapped netlist, types with 5 or more instances
master and count:
o22ai_1 64, o21ai_0 36, nand2b_1 33, a31oi_1 32
nand3_1 32, nand3b_1 32, or3_1 30, a221oi_1 27
clkbuf_1 16, buf_2 14, clkbuf_8 7, a221oi_2 5
inv_1 5
## stage by stage
step                utilization, %  setup slack, ps
floorplan                        -             1090
detailed placement            43.5            -74.4
finish                        44.0              143
global placement              43.5            -74.0
CTS                           43.9             2.51
global route                  44.0             16.6
## per-layer routing
| metal | track usage, % | wire length [um] | vias to the layer above |
|---|---|---|---|
| met5 | 0 | 0 | - |
| met4 | 1.26 | 133 | 0 |
| met3 | 4.10 | 1490 | 8 |
| met2 | 35.0 | 9670 | 193 |
| met1 | 22.1 | 7090 | 1913 |
| li1 | - | - | 2041 |
## cell families after synthesis
kind of cell	after synthesis
AND-OR/OR-AND	167
AND/OR/NAND/NOR	139
buffers and inverters	54
## area by class of cell
class                           instances  area [um^2]  share of cell area [%]
Inverter                                6         22.5                   0.401
Tap cell                              172          215                    3.83
Timing Repair Buffer                  334         3390                    60.4
Multi-Input combinational cell        306         1990                    35.4
## repair_timing
item | 4_1_cts | 5_1_grt
buffers inserted | 1 | 0
setup endpoints to repair | 19 | 25
gates cloned | 1 | 0
pin swaps | 2 | 1
resized | 6 | 4
## how the worst max path moves through the flow
stage,start,endpoint,slack (ps),cells past startpoint
5_1_grt,s6_csn,m_rdata[0],20,7
6_report,s7_csn,m_rdata[14],140,7
4_1_cts,s4_csn,m_rdata[26],3,6
Power figures rest on the tool's default switching activity, not on a simulated workload.
